==> design/flow/design.v <==
`timescale 1ns / 1ps
`timescale 1ns / 1ps
module ProgramCounter(
input clk,
input reset,
output reg [7:0] pc_output
);
initial begin
    pc_output = 8'b00000000;
 end
always @(posedge clk) begin
    if(reset) begin
        pc_output = 8'b00000000;
    end else begin
        pc_output = pc_output + 1;
    end
end
endmodule
`timescale 1ns / 1ps
module instruction_memory(
    input clk,
    input [7:0] pc,  
    output reg [2:0] output_ctrl_unit_opcode,  
    output reg [2:0] input_sign_extension_immediate,  
    output reg output_rs_reg,  
    output reg output_rt_rd_reg  
);
reg [7:0] mem[0:255];
initial begin
    mem[0] = 8'bXXXXXXXX;
    mem[1] = 8'b00010000;  
    mem[2] = 8'b10000111;  
    mem[3] = 8'b10101100;  
    mem[4] = 8'b11010100;  
    mem[5] = 8'b11101110;  
end
always @(*) begin
    case(mem[pc][7:5])  
		3'b000: begin  
            output_ctrl_unit_opcode = mem[1][7:5];  
            output_rs_reg = mem[1][3];
            output_rt_rd_reg = mem[1][4];
		    input_sign_extension_immediate = mem[1][2:0];
        end
        3'b100: begin  
            output_ctrl_unit_opcode = mem[2][7:5];  
            output_rs_reg = mem[2][3];
            output_rt_rd_reg = mem[2][4];
		    input_sign_extension_immediate = mem[2][2:0];
        end
        3'b101: begin  
            output_ctrl_unit_opcode = mem[3][7:5];  
            output_rs_reg = mem[3][3];
            output_rt_rd_reg = mem[3][4];
		    input_sign_extension_immediate = mem[3][2:0];
        end
        3'b110: begin  
            output_ctrl_unit_opcode = mem[4][7:5];  
            output_rs_reg = mem[4][3];
            output_rt_rd_reg = mem[4][4];
		    input_sign_extension_immediate = mem[4][2:0];
        end
        3'b111: begin  
            output_ctrl_unit_opcode = mem[5][7:5];  
            output_rs_reg = mem[5][3];
            output_rt_rd_reg = mem[5][4];
		    input_sign_extension_immediate = mem[5][2:0];
        end
        default: begin
            output_ctrl_unit_opcode = 3'bXXX;  
            output_rs_reg = 1'bX;
            output_rt_rd_reg = 1'bX;
		    input_sign_extension_immediate = 1'bX;
	  end
 endcase
end
endmodule
`timescale 1ns / 1ps
module control_unit(
    input clk,
    input [2:0] output_ctrl_unit_opcode,
    output reg register_write,
    output reg memory_to_register,
    output reg [2:0] aluop,
    output reg memread,
    output reg memwrite,
    output reg alusrc
);
always @(*) begin
    case(output_ctrl_unit_opcode[2:0]) 
        3'b000:
            begin
			    register_write = 1'b1;
                aluop = output_ctrl_unit_opcode; 
                memread = 1'b0;
                memwrite = 1'b0;
			    memory_to_register = 1'b0;
			    alusrc = 1'b1;
            end
         3'b100:
            begin
			    register_write = 1'b1;
                aluop = output_ctrl_unit_opcode; 
                memread = 1'b0;
                memwrite = 1'b0;
			    memory_to_register = 1'b0;
			    alusrc = 1'b0;
            end
         3'b111:
            begin
			    register_write = 1'b1;
                aluop = output_ctrl_unit_opcode; 
                memread = 1'b0;
                memwrite = 1'b0;
			    memory_to_register = 1'b0;
			    alusrc = 1'b0;
            end
        3'b110:
            begin
			    register_write = 1'b1;
                aluop = output_ctrl_unit_opcode; 
                memread = 1'b1;
                memwrite = 1'b0;
			    memory_to_register = 1'b1;
			    alusrc = 1'b1;
            end
        3'b101:
            begin
			 register_write = 1'b0;
             aluop = output_ctrl_unit_opcode; 
             memread = 1'b0;
             memwrite = 1'b1;
			 memory_to_register = 1'b0;
			 alusrc = 1'b1;
            end
         default: begin
             register_write = 1'bX;
             aluop = 3'bXXX; 
             memread = 1'bX;
             memwrite = 1'bX;
			 memory_to_register = 1'bX;
			 alusrc = 1'bX;
            end
    endcase
end
endmodule
`timescale 1ns / 1ps
module register_bank (
    input reset,
    input clk,  
    input read_reg1,  
    input read_reg2,  
    input reg_write,  
    input [7:0] data_memory_out,  
    output [7:0] read_data1,  
    output [7:0] read_data2 
    );
reg [7:0] registers[1:0];  
initial begin
registers[0] = 8'b00000010;
registers[1] = 8'b00000011;
end
assign read_data1 = registers[read_reg1];
assign read_data2 = registers[read_reg2];
always @(read_reg1 or read_reg2) begin
        if (reg_write) begin
            registers[read_reg2] = data_memory_out;
        end
end
endmodule
`timescale 1ns / 1ps
module alu (
    input clk,
    input alusrc,  
    input [2:0] input_sign_extension_immediate,
    input [2:0] alu_op,
    input [7:0] read_data1,
    input [7:0] read_data2,
    output reg [7:0] alu_result
);
reg [7:0] output_sign_extension_immediate;
reg [7:0] output_mux2;
initial begin
    alu_result = 8'b0;
end
always @(*) begin
    output_sign_extension_immediate = {{5{1'b0}}, input_sign_extension_immediate};
    if (alusrc) begin
        output_mux2 = read_data2;
    end else begin
        output_mux2 = output_sign_extension_immediate;
       end
    case (alu_op)
        3'b000: begin
            alu_result <= read_data1 + output_mux2;  
            end
        3'b111: begin 
            alu_result <= read_data1 << output_mux2;  
            end
        3'b110: begin
         alu_result <= read_data1 + output_mux2;  
        end
        3'b101: begin 
        alu_result <= read_data1 + output_mux2;  
        end
        3'b100: begin 
        alu_result <= read_data1 + output_mux2;  
        end
        default: begin
            alu_result <= 8'bXXXXXXXX;
         end
    endcase
end
endmodule
`timescale 1ns / 1ps
module data_memory (clk, alu_result_address, write_data, memread, memwrite, memory_to_register, output_mux3);
    input clk; 
    input [7:0] alu_result_address;
    input [7:0] write_data;
    input memread;
    input memwrite;
    input memory_to_register;
    output reg [7:0] output_mux3;
reg [7:0] mem [255:0];
reg [7:0] read_data = 8'b0;
integer i;
initial begin
  for (i = 0; i < 256; i = i + 1) begin
    mem[i] = 8'b00000000 + i;
  end
end
always @(*) begin
    if (memwrite) begin
        mem[alu_result_address] <= write_data;
    end
    if (memread) begin
        read_data <= mem[alu_result_address];
    end
    if (memory_to_register) begin
        output_mux3 <= read_data;
    end else begin
        output_mux3 <= alu_result_address;
    end
end
endmodule
module Top_Module(clk1, reset1,
pc_output2, output_ctrl_unit_opcode2, input_sign_extension_immediate2, output_rs_reg2, output_rt_rd_reg2, register_write2, memory_to_register2, 
aluop2,
read_data1_2, read_data2_2, alu_result2, 
data_memory_out2, memread2, memwrite2, alusrc2
);
input clk1,reset1;
output reg [7:0] pc_output2;
output reg [2:0] output_ctrl_unit_opcode2;
output reg [2:0] input_sign_extension_immediate2 ;
output reg output_rs_reg2;
output reg output_rt_rd_reg2;
output reg register_write2;
output reg memory_to_register2;
output reg [2:0] aluop2;
output reg [7:0] read_data1_2;
output reg [7:0] read_data2_2;
output reg [7:0] data_memory_out2;
output reg [7:0] alu_result2;
output reg memread2;
output reg memwrite2;
output reg alusrc2;
wire [7:0] pc_output1;
ProgramCounter pc1(
    .clk(clk1),
    .reset(reset1),
    .pc_output(pc_output1)
);
wire [2:0] output_ctrl_unit_opcode1;
wire [2:0] input_sign_extension_immediate1;
wire output_rs_reg1;
wire output_rt_rd_reg1;
  instruction_memory im (
    .clk(clk1),
    .pc(pc_output1),
    .input_sign_extension_immediate(input_sign_extension_immediate1),
    .output_rs_reg(output_rs_reg1),
    .output_rt_rd_reg(output_rt_rd_reg1),
    .output_ctrl_unit_opcode(output_ctrl_unit_opcode1)
  );
wire register_write1;
wire memory_to_register1;
wire [2:0] aluop1;
wire memread1;
wire memwrite1;
wire alusrc1;
    control_unit cu (
    .clk(clk1),
    .output_ctrl_unit_opcode(output_ctrl_unit_opcode1),
    .register_write(register_write1),
    .memory_to_register(memory_to_register1),
    .aluop(aluop1),
    .memread(memread1),
    .memwrite(memwrite1),
    .alusrc(alusrc1)
    );
wire [7:0] read_data1_1;
wire [7:0] read_data2_1;
wire [7:0] data_memory_out1;
    register_bank rb(
    .clk(clk1),
    .reset(reset1),
    .read_reg1(output_rs_reg1),
    .read_reg2(output_rt_rd_reg1),
    .reg_write(register_write1),
    .data_memory_out(data_memory_out1),
    .read_data1(read_data1_1),
    .read_data2(read_data2_1)
    );
wire [7:0] alu_result1;
   alu a( 
   .clk(clk1),
   .alusrc(alusrc1),
   .input_sign_extension_immediate(input_sign_extension_immediate1),
   .alu_op(aluop1),
   .read_data1(read_data1_1),
   .read_data2(read_data2_1),
   .alu_result(alu_result1)
   );
   data_memory dm(
   .clk(clk1),
   .alu_result_address(alu_result1),
   .write_data(read_data2_1),
   .memread(memread1),
   .memwrite(memwrite1),
   .memory_to_register(memory_to_register1),
   .output_mux3(data_memory_out1)
    );
always @(*) begin
    output_ctrl_unit_opcode2 = output_ctrl_unit_opcode1;
    input_sign_extension_immediate2 = input_sign_extension_immediate1;
    output_rs_reg2 = output_rs_reg1;
    output_rt_rd_reg2 = output_rt_rd_reg1;
    register_write2 = register_write1;
    memory_to_register2 = memory_to_register1;
    aluop2 = aluop1;
    memread2 = memread1;
    memwrite2 = memwrite1;
    alusrc2 = alusrc1;
    read_data1_2 = read_data1_1;
    read_data2_2 = read_data2_1;
    alu_result2 = alu_result1;
    pc_output2 = pc_output1;
    data_memory_out2 = data_memory_out1;
end
endmodule
==> design/flow/run.sh <==
#!/bin/bash
# OpenROAD 26Q1-2900-gdf79404cd8, Yosys 0.63+post, stock flow scripts
make -C /OpenROAD-flow-scripts/flow DESIGN_CONFIG=/design/flow/config.mk WORK_HOME=/design/flow/orfs finish
==> design/flow/config.mk <==
export PLATFORM = sky130hd
export DESIGN_NAME = Top_Module
export DESIGN_NICKNAME = Top_Module
export VERILOG_FILES = /design/flow/design.v
export SDC_FILE = /design/flow/constraint.sdc
export NUM_CORES = 4
export LEC_CHECK = 1
export CORE_UTILIZATION = 30
==> design/flow/constraint.sdc <==
current_design Top_Module

set clk_period 15.4
set clk_io_pct 0.2

create_clock -name clk0 -period $clk_period [get_ports {clk1}]

set non_clock_inputs [all_inputs -no_clocks]
set_input_delay [expr $clk_period * $clk_io_pct] -clock clk0 $non_clock_inputs
set_output_delay [expr $clk_period * $clk_io_pct] -clock clk0 [all_outputs]
==> results.txt <==
Hold Fails Final Rpt: 0
Max Buffers Root-to-Sink: 2
total global-route track usage: 0.630
core footprint: 170000 µm²
post-route cell area: 59500 µm²
share of post-route cells with drive strength above 1: 0.144
clock root buffer: clkbuf_16
Floorplan Utilization: 0.303
TritonRoute pass-1 iters: 9
count of different cell masters after synthesis: 101
commonest cells in the netlist: 2064 x dlxtn_1, 519 x nand2_1, 326 x nand3_1
setup ws final: 5.71 ns
Area contributors post-synth: dlxtn_1 60%, a22oi_1 4.0%, nand2_1 3.8%
first-pass GRT wire length: 660000 µm
Top-area cell share: 0.602
H-tree depth: 1
final clock skew: 0.00218 ns
achievable frequency: 103 MHz
Die Wd: 416 µm
Setup CP Type: reg -> out
Routed Antenna Nets: 0
Worst-path clk slew: 0.04 ns
initial antenna violation count: 177
Max Transition Viols Final: 2
worst path required time: 12.32 ns
Die H: 416 µm
Syn. warnings: 172
stage-log warning count: 39
Final Setup Violations: 0
GRT Residual Overflow: 0
Flops after synth: 2080
Post-synth ARST share: 0
via count: 61500
Worst EP arrival: 6.61 ns
startpoint types: flop
mapped cell area: 51500 µm²
Clk Latency, worst-skew pair: 0.23 ns
Core Rows: 151
fin util: 0.350
YS chip area: 51500 µm²
IO Count: 58
CTS resizes: 0
pin count of the biggest net entering global routing: 116
Mapped Avg Cell Area: 9.39 µm²
crit end category: output port
total CTS buffers: 3
Tmin final: 9.69 ns
vias in the first global route: 54000
Slew @ Worst Pin: 1.54 ns
slew margin rel.: -0.0296
Routed WL per cell: 65.5 µm
Initial DRC Count: 9422
postcts setup bufs: 0
setup TNS: 0 ns
CTS tree: done
most frequent cell after synthesis: dlxtn_1
Setup WS pre-CTS: 6.21 ns
number of register pins that no clock reaches: 2072
vias per cell: 7.49
failing checks: capacitance limit, slew limit
Synth area leader: dlxtn_1
number of port buffers: 57
DRC violations left: 0
Area Overhead vs Synth: 15.6%
top_reg_cell synth: dlxtn_1
# hold bufs at CTS: 0
detailed placement HPWL: 378000 µm
# Cells Yosys: 5485
Die ar.: 173000 µm²
outcome: finished, violations left
Final Cycle Share: 0.629
RSZ-0062 raised after global routing: false
# Max-Cap Violations: 1
final WL: 537000 µm
CP max FO: 21
RePlAce Congestion: 1.21
endpoints left unconstrained: 2072
area of placed instances: 58800 µm²
flip-flops with a built-in enable: 0
Hold Path Class: reg -> reg
cells after synthesis: 5485
-- stage by stage --
step / std cells / hold WS [ns]
after floorplan: 5485 / 0.458
after global placement: 7954 / 0.588
after detailed placement: 7954 / 0.544
after CTS: 7957 / 0.553
after global routing: 8083 / 0.570
final: 8206 / 0.562
-- layer usage --
| metal | global-route usage | up-vias | wire length [µm] |
|---|---|---|---|
| li1 | - | 21000 | - |
| met1 | 0.663 | 30400 | 176000 |
| met2 | 0.761 | 7495 | 197000 |
| met3 | 0.510 | 2457 | 100000 |
| met4 | 0.548 | 121 | 60600 |
| met5 | 0.221 | - | 4120 |
-- state kept, by name, summed over array words and instances, names as in the netlist --
name and count:
dm.mem 2048, dm.read_data 8, pc1.pc_output 8, rb.registers 16
-- placed cells by master, fill, tap and decap left out, types with 25 or more instances in the layout --
cell / synthesis / layout
nand4_1: 152 / 152
o22ai_1: 45 / 45
nand2_1: 519 / 505
clkdlybuf4s50_1: 0 / 57
a22oi_1: 275 / 275
a31oi_1: 96 / 94
diode_2: 0 / 248
nor3_1: 115 / 74
a32o_1: 60 / 60
o211ai_1: 27 / 27
o21ai_0: 106 / 99
buf_4: 6 / 586
a222oi_1: 42 / 42
a32oi_1: 98 / 98
and3_1: 93 / 92
dlxtn_1: 2064 / 2064
a221o_1: 25 / 25
nor2_1: 183 / 143
a21oi_1: 197 / 186
nand3_1: 326 / 321
nor2_2: 1 / 29
a22o_1: 102 / 102
nor3_2: 7 / 39
a221oi_1: 69 / 69
nor4_1: 84 / 61
-- critical path, cell delays in order, from the launching register on --
cell	delay, ns
dfxtp_1	0.67
ha_1	0.64
nand2_1	0.50
nand2_1	0.59
mux2_2	0.44
ha_1	0.63
nand3_1	0.17
or2_0	0.40
a21oi_4	0.33
mux2_4	0.41
nand2_4	0.15
buf_4	0.59
o21ai_0	0.32
clkdlybuf4s50_1	0.49
-- kinds of logic after synthesis --
family	Yosys count	synth area share
muxes	37	0.00778
buffers and inverters	415	0.0326
latches	2072	0.604
DFF	8	0.00311
and+or+nand+nor	1579	0.150
xor gates and xnor gates	10	0.00207
adders and majority gates	9	0.00233
AOI/OAI and AO/OA	1355	0.198
-- area by class of cell --
class / instances / area (µm²)
Inverter: 19 / 73.8
Clock buffer: 3 / 75.1
Antenna cell: 248 / 621
Tap cell: 2218 / 2780
Multi-Input combinational cell: 2990 / 19600
Timing Repair Buffer: 648 / 5060
Fill cell: 17200 / 110000
Sequential cell: 2080 / 31300
-- path summary, 6_finish.rpt --
check                        start             endpoint  slack (ns)  depth (start not counted)
setup / recovery  pc1.pc_output[0]  data_memory_out2[7]        5.71                         13
hold / removal    pc1.pc_output[7]     pc1.pc_output[7]        0.56                          2
setup reg to reg  pc1.pc_output[0]     pc1.pc_output[4]       13.49                          4
hold reg to reg   pc1.pc_output[7]     pc1.pc_output[7]        0.56                          2
